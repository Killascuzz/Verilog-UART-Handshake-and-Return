$ cat flow/run.sh
#!/bin/bash
# OpenROAD 26Q1-2900-gdf79404cd8, Yosys 0.63+post, stock flow scripts
make -C /OpenROAD-flow-scripts/flow DESIGN_CONFIG=/design/flow/config.mk WORK_HOME=/design/flow/orfs finish
$ cat flow/config.mk
export PLATFORM = sky130hd
export DESIGN_NAME = uart_transmitter
export DESIGN_NICKNAME = uart_transmitter
export VERILOG_FILES = /design/flow/design.v
export SDC_FILE = /design/flow/constraint.sdc
export NUM_CORES = 4
export LEC_CHECK = 1
export CORE_AREA = 10 10 101 101
export DIE_AREA = 0 0 111 111
$ cat flow/constraint.sdc
current_design uart_transmitter

set clk_period 4.7
set clk_io_pct 0.2

create_clock -name clk0 -period $clk_period [get_ports {clk}]

set non_clock_inputs [all_inputs -no_clocks]
set_input_delay [expr $clk_period * $clk_io_pct] -clock clk0 $non_clock_inputs
set_output_delay [expr $clk_period * $clk_io_pct] -clock clk0 [all_outputs]
$ cat flow/design.v
`timescale 1ns / 1ps
module uart_transmitter
#(parameter CLKS_PER_BIT = 10416)  
(
    input clk,
    input TX_DV,     
    input [7:0] TXByte,
    output TX_Active,
    output reg TxD,
    output TXOver
    );
    parameter IDLE = 3'b000;
    parameter TX_START_BIT = 3'b001;
    parameter TX_DATA_BIT = 3'b010;
    parameter TX_STOP_BIT = 3'b011;
    parameter CLEANUP = 3'b100;
      reg [13:0] rClkCount;  
    reg [2:0] rBitIndex;
    reg [7:0] rTXByte;
    reg rTXActive;
    reg rTXOver;
    reg [2:0] rState;    
     always @(posedge clk)
       begin
    case (rState)
        IDLE:
        begin
        rClkCount <= 0;
        TxD <= 1'b1;     
        if(TX_DV == 1'b1)  
        begin
        rTXActive <= 1'b1;
        rTXByte <= TXByte;   
        rState <= TX_START_BIT;  
        end
        end
       TX_START_BIT:
       begin
       TxD <= 0;
       rClkCount = rClkCount + 1;
       if(rClkCount == (CLKS_PER_BIT - 1))
       begin
       rClkCount <= 0;   
       rState <= TX_DATA_BIT;
       end
       end
       TX_DATA_BIT:
       begin
       TxD <= rTXByte[rBitIndex];    
       rClkCount = rClkCount + 1;
        if(rClkCount == (CLKS_PER_BIT - 1))
       begin
       rClkCount = 0;
       if(rBitIndex < 7)
       begin
       rBitIndex <= rBitIndex + 1;   
       end
       else
       begin
       rBitIndex = 0;
       rState <= TX_STOP_BIT;
       end
       end
       end
   TX_STOP_BIT:
   begin
   rClkCount = rClkCount + 1;
   TxD <= 1'b1;
   if(rClkCount == (CLKS_PER_BIT - 1))
   begin
   rClkCount <= 0;
   rState <= CLEANUP;
   rTXActive <= 1'b0;
   end
   end    
   CLEANUP:
   begin
   rTXOver <= 1'b1;
   rState <= IDLE;
   end    
   default: 
   rState <= IDLE;    
       endcase
        end
    assign TX_Active = rTXActive;
    assign TXOver = rTXOver;
endmodule
==> run notes <==
The total global routing track utilization was 0.0448. For this design the top-level I/O count stands at 13. The mapped netlist covers 0.00157 mm^2. The maximum fanout encountered on the critical timing path was 9; the number of H-tree levels was 2.

The number of cells on the worst hold path is listed as 2. The number of global-route vias before repair was 978. Leading cell type in the layout, fill and taps excluded: edfxtp_1. The main flop type after synthesis is edfxtp_1. The count of pins over their slew limit is 0. For the antenna diode count, the log shows 0. The critical path is of the reg2reg type. The congestion estimate from routability-driven global placement came to 0.822. Entering global routing, the biggest net connects 17 pins. The startpoint of the worst-slack reg-to-reg timing path is rClkCount[4]. The run gives 33 for the standard-cell row count. The via-per-instance ratio is 3.99.

According to the floorplan report, the total die area is 0.0123 mm^2. TritonCTS built the clock tree. The OpenROAD report gives the critical path a required time of 4680 ps. After layout, the minimum clock period comes to 2310 ps.

The number of gates resized after CTS was 0. In this run the maximum-capacitance check reported violations numbering 0. Initial antenna violation count: 0. Across the routed clock network, the largest skew measured is 1.51 ps. The die extent in x is 111 um. With the count of endpoints failing setup in the final report at 0, the maximum VDD drop is 0.158 mV. Buffers placed on the I/O ports in this run total 11. The share of the yosys chip area belonging to registers was 0.575. Endpoint of the most critical register-to-register path: rBitIndex[1].

The worst-margin pin slew was 615 ps; the post-synthesis average cell area was 12.6 um^2. The initial core utilization came out at 0.193. The number of clock buffers added by TritonCTS is 5. Hold timing on the final database bottoms out at a slack of 672 ps. The final layout report lists a filler cell count of 828.

The post-CTS setup repair buffer count came out at 0. The relative slew slack came out at 0.589. TritonRoute output was used to compute an average wire per cell of 11.4 um. The fraction of the cycle the final worst path needs was 0.492. On the worst setup and hold paths after CTS, the clock-pin slew comes to 60 ps. The total of flip-flops plus latches after synthesis was 30.

Recorded from the global router log, the overflow total was 0. The first detailed-routing pass took 4 iterations. The first global-routing pass estimated 4.79 mm of wire. The finished cells cover 0.00192 mm^2. The logs give 986 for the total number of vias and 0.00181 mm^2 for the post-detailed-placement cell area. Synthesis produced 124 cells. The setup slack of the most critical reg-to-reg path came out at 2390 ps. At the later pin of the worst-skew pair, clock insertion delay measures 280 ps. For this run, the top clock speed supported by timing is 433 MHz. The run gives 0.00157 mm^2 as the post-synthesis chip area from yosys. The path class of the lowest-slack min-delay path is reg2reg. With the number of standard cells reported by yosys at 124, the post-cts hold buffer count is 0. The number of different library cells used by synthesis comes to 37. For the worst flop-to-flop path, the logic depth is 5. The post-synth count of flops with an enable pin is 30. The run gives 2.02 mm as the half-perimeter wire length after placement. By instance count after routing, the leading logic cell types are edfxtp_1 (30), nor2_1 (13), clkdlybuf4s50_1 (11), xnor2_1 (10), nor3_1 (9).

STA classifies the critical path endpoint as a register. The tools report the root buffer cell as clkbuf_8. The fraction of layout cells with a size suffix above 1 was 0.141; the final core utilization was 0.236. The run finished with clean final reports.

The fraction of registers with async set/reset came out at 0. Counting endpoints that fail hold in the final report gives 0. Setup repair after global routing left no endpoint under its margin.

The endpoint of the worst hold path is reported as rClkCount[8]. The DRC violations left is 0, and the leakage power figure is 0.628 nW. The number of buffers between clock root and the deepest sink was 2; the total power was 1.09 mW. The tally of yosys warning messages came out at 1.

The run gives 0.00813 mm^2 for the placeable core region. Per the hold report, the tightest min-delay path originates at rClkCount[8]. The tools report the clock sink count as 30.

The number of nets with antenna violations after detailed routing was 0. The number of warnings reported in the stage logs is 26. After routing, the total negative slack on setup checks comes to 0 ps. The die is 111 um tall. Kind of start point of the critical path: a register. The iteration-0 DRC count of the detailed router was 53.

The total wire length is 2.81 mm, and the synthesis-to-finish area growth is 22.4%. Data on the critical path arrives at its endpoint at 2300 ps. The power per unit of standard cell area is 568 mW/mm^2.
==> synthesized netlist by cell type (2+ instances only) <==
library cell  number  area [um^2]
edfxtp_1          30          901
nor3b_1            4         30.0
mux4_2             2         45.0
nand2_1            4         15.0
xor2_1             4         35.0
a21oi_1            2         10.0
and3_1             3         18.8
nor4_1             2         12.5
ha_1               3         37.5
nor2_1            13         48.8
nand3_1            5         25.0
inv_1              8         30.0
mux2_2             2         22.5
xnor2_1           10         87.6
clkbuf_1           2         7.51
nor3_1             9         45.0
==> cell families (layout without fill, tap and decap cells) <==
group	count (synthesis)	after routing	share of synthesized area
simple gates	49	49	0.184
flops	30	30	0.575
xor+xnor	14	14	0.0783
compound gates	12	12	0.0647
buf+inv	11	29	0.0288
mux	4	4	0.0431
fa+ha+maj	3	3	0.0240
other cells	1	1	0.00239
==> state kept, by name, summed over array words and instances, names as in the netlist <==
register / cells
rBitIndex: 3
rClkCount: 14
TxD: 1
rTXByte: 8
rState: 3
rTXActive: 1
==> metrics by stage <==
| step | worst slack (ps) | instances |
|---|---|---|
| global placement | 2420 | 239 |
| detailed placement | 2410 | 239 |
| floorplan | 2590 | 124 |
| CTS | 2390 | 247 |
| finish | 2390 | 247 |
| global route | 2210 | 247 |
==> cell type report <==
cell class | count | area, um^2 | area share
inverter | 8 | 30.0 | 0.0157
multi-input combinational | 83 | 621 | 0.324
timing repair buffer | 13 | 125 | 0.0653
sequential | 30 | 901 | 0.470
tap | 105 | 131 | 0.0685
clock buffer | 5 | 68.8 | 0.0359
clock inverter | 3 | 40.0 | 0.0209
==> critical path, cell delays in order (launching register included) <==
cell and delay, ps:
edfxtp_1 490, nand4_4 200, nor3_2 90, or4b_4 510, a211oi_4 450, and3_1 280
==> how the worst max path moves through the flow <==
| stage | from | to | slack [ps] | depth (start not counted) |
|---|---|---|---|---|
| finish | rClkCount[4] | rBitIndex[1] | 2390 | 5 |
| global route | rClkCount[0] | rBitIndex[2] | 2210 | 6 |
| CTS | rClkCount[4] | rBitIndex[2] | 2390 | 5 |
==> metal layers <==
layer	up-vias	GRT usage	wire, um
met3	2	0.0115	78
met4	0	0.0113	42
met2	12	0.0700	1330
li1	496	-	-
met1	476	0.0610	1360
met5	-	0	0
==> where the power goes <==
group | internal (mW) | switching (mW)
clock | 0.156 | 0.0947
combinational | 0.135 | 0.156
sequential | 0.435 | 0.112
total | 0.726 | 0.363
Power and IR drop assume default switching activity.
